--- flow/config.mk ---
export PLATFORM = sky130hd
export DESIGN_NAME = sevensegments
export DESIGN_NICKNAME = sevensegments
export VERILOG_FILES = /design/flow/design.v
export SDC_FILE = /design/flow/constraint.sdc
export NUM_CORES = 4
export LEC_CHECK = 1
export CORE_AREA = 10 10 70 70
export DIE_AREA = 0 0 80 80
--- flow/constraint.sdc ---
current_design sevensegments

set clk_period 1.3
set clk_io_pct 0.2

create_clock -name clk0 -period $clk_period

set non_clock_inputs [all_inputs -no_clocks]
set_input_delay [expr $clk_period * $clk_io_pct] -clock clk0 $non_clock_inputs
set_output_delay [expr $clk_period * $clk_io_pct] -clock clk0 [all_outputs]
--- flow/design.v ---
module sevensegments(
	input logic [3:0] sy,
	output logic [6:0] segOut);
always_comb
	begin
		case (sy) 
			4'b0000 : segOut = ~7'b0100011;  
			4'b0001 : segOut = ~7'b1111001;  
			4'b0010 : segOut = ~7'b0100100;  
			4'b0011 : segOut = ~7'b0110000;  
			4'b0100 : segOut = ~7'b0011001;  
			4'b0101 : segOut = ~7'b0010010;  
			4'b0110 : segOut = ~7'b0000010;  
			4'b0111 : segOut = ~7'b1111000;  
			4'b1000 : segOut = ~7'b0000000;  
			4'b1001 : segOut = ~7'b0011000;  
			4'b1010 : segOut = ~7'b0100000;  
			4'b1011 : segOut = ~7'b0000011;  
			4'b1100 : segOut = ~7'b1000110;  
			4'b1101 : segOut = ~7'b0100001;  
			4'b1110 : segOut = ~7'b0000100;  
			4'b1111 : segOut = ~7'b0001110;  
			default: segOut = 7'b1111111;
		endcase
	end
endmodule
--- flow/run.sh ---
#!/bin/bash
# OpenROAD 26Q1-2900-gdf79404cd8, Yosys 0.63+post, stock flow scripts
make -C /OpenROAD-flow-scripts/flow DESIGN_CONFIG=/design/flow/config.mk WORK_HOME=/design/flow/orfs finish
==> run notes <==
Notes on the physical implementation.

- In the post-synthesis netlist, the biggest area contributors are ha_1 27%, mux2_2 8.2%, mux4_2 8.2%, mux2i_1 7.3%, inv_1 6.8%.
- The share of synthesized area occupied by flip-flops and latches is 0%, for reference.
- Summed over all instances, the cell type with the most area after synthesis is ha_1.
- The part of the total power dissipated in sequential elements is 0%, for reference.
- The pin slew with the least headroom to its limit is 182 ps, for reference.
- The first-pass GRT wire length is 1300 microns, for reference.
- The netlist area before placement is 275 sq um, for reference.
- Compared with the post-synthesis result, the final layout area differs by 121%.
- The largest net degree at the start of global routing is 11, for reference.
- Counting the warning lines in the Yosys log gives 1.
- Once detail routing completed, the nets flagged for antenna violations numbered 0.
- The power report attributes to the combinational group a share of 100.0%.
- The fraction of power spent switching nets is 39.0%, for reference.
- The final setup violation count is 5, for reference.
- The core outline area is 3420 sq um, for reference.
- Across all layers, the routed design uses 301 vias.
- The die area is 6400 sq um, for reference.
- A synthesized cell averages 8.60 sq um.
- The number of clock buffers in the layout is 0, for reference.
- The worst max-slew margin expressed relative to the limit is 87.9%, for reference.
- The final-report hold violation count is 0, for reference.
- In the global route stage, overall resource usage came out at 2.27%.
- The post-place setup slack is -1050 ps, for reference.
- The share of final-layout standard cells stronger than drive strength 1 is 73.1%, for reference.
- The number of global-route vias before repair is 284, for reference.
- The max-cap violation count is 0, for reference.
- The run finished, with violations left.
- The detailed placement HPWL is 587 microns, for reference.
- The terminating pin of the worst hold path is segOut[0], for reference.
- The switching power is 67.1 uW, for reference.
- The standard cell with the maximum stage delay on the critical path is mux4_2, for reference.
- Once layout is complete, the cells apart from fillers number 98.
- The chip height is 80 microns, for reference.
- The placer's final routability congestion estimate is 0.759, for reference.
- The static power due to leakage is 0.000252 uW, for reference.
- The final report gives the standard cell area, fillers excluded, as 609 sq um.
- In this run the critical path is formed by buf_12 -> inv_8 -> ha_4 -> inv_2 -> mux4_2 -> buf_2.
- The number of buffer cells added on primary ports is 11, for reference.
- The stage-log warning count is 39, for reference.
- Sequential cells placed in the final layout were counted as 0.
- The effective utilization at floorplan is 8.06%, for reference.
- Setup slack on the critical path of the routed design comes to -131 ps.
- The nature of the critical path startpoint is an input pin, for reference.
- The synthesized instance count is 32, for reference.
- Per the detailed-route log, wirelength across all metal layers totals 792 microns.
- The routed wire length per instance is 8.08 microns, for reference.
- The checks that failed: setup timing.
- The number of cell instances after yosys synthesis is 32, for reference.
- The worst hold path passes through 3 cells.
- The count of unresolved DRC violations after routing is 0, for reference.
- The startpoint of the worst hold path is sy[1], for reference.
- The register area is 0 sq um, for reference.
- The initialized floorplan defines 21 standard-cell rows.
- Of the total power, the clock network draws 0%.
- Summed over all failing endpoints, the final setup total negative slack is -453 ps.
- OpenROAD reports that the post-layout worst path occupies 110% of the period.
- The class of the most critical setup path is input pin to primary output, for reference.
- The number of hold buffers added after cts is 0, for reference.
- In the power breakdown, the internal column shows 105 uW.
- The fraction of post-synthesis cell area in the top cell type by area is 27.3%, for reference.
- The first-pass iteration count of the detailed router is 2, for reference.
- In this run the cell area measured after placement is 487 sq um.
- For this design the top-level I/O count stands at 11.
- The number of different library cells in the post-synthesis netlist is 19, for reference.
- The final max-slew violation count recorded for this run is 0.
- Among all stages on the critical path, the maximum delay recorded is 450 ps.
- The achievable clock frequency is 0.699 GHz, for reference.
- For this run the aggregate overflow at the end of global routing stands at 0.
- The worst VDD IR drop from the latest analysis is 0.0399 mV.
- The initial antenna violation count is 0, for reference.
- Setup repair after global routing could not meet its margin everywhere.
- The routed design ends up with an antenna cell count of 0.
- The area recorded from the Yosys report for this design is 275 sq um.
- The die span in x is 80 microns, for reference.
- Note that the worst hold path type here is input pin to primary output.
- According to the timing report, the data required time at the worst endpoint equals 1040 ps.
- The power density of the placed cells is 282 nW/um^2, for reference.
- Of all nets on the critical path, the largest fanout is 4.
- Per the placement report, the placed cell count is 95.
- After the first detailed-routing iteration, the DRC count stood at 4.
- The element type at the critical path end is a primary output, for reference.
- The ratio of routed vias to standard cells is 3.07, for reference.
- The worst path in the final design needs a cycle of 1430 ps, including I/O delays and setup.
- The count of filler cells inserted in the layout is 376, for reference.
- The arrival time at the worst endpoint is 1170 ps, for reference.
-- cells by family (layout without fill, tap and decap cells) --
logic type | Yosys count | after routing | synth area share, %
xor gates and xnor gates | 1 | 1 | 3.18
adders and majority gates | 6 | 6 | 27.3
muxes | 6 | 6 | 29.1
AOI/OAI and AO/OA | 6 | 6 | 15.5
buffers and inverters | 7 | 27 | 12.7
and+or+nand+nor | 6 | 6 | 12.3
-- metal layers --
layer / wire (microns) / GRT usage (%) / up-vias
li1: - / - / 152
met2: 344 / 4.01 / 8
met3: 55 / 0.455 / 0
met1: 392 / 2.92 / 141
met5: 0 / 0 / -
met4: 0 / 0 / 0
-- cell type report --
| class | instances | area, sq um | area share (%) |
|---|---|---|---|
| Multi-Input combinational cell | 25 | 332 | 54.4 |
| Timing Repair Buffer | 22 | 189 | 31.0 |
| Tap cell | 46 | 57.6 | 9.45 |
| Inverter | 5 | 31.3 | 5.13 |
-- critical path, delay by kind of cell --
kind,cells,cell delay [ps]
mux,1,450
buf+inv,4,320
fa+ha+maj,1,130
-- stage by stage --
stage	utilization (%)	hold WS, ps	power [uW]
2_1_floorplan	-	669	61.4
3_3_place_gp	14.2	1680	142
3_5_place_dp	14.2	1700	142
4_1_cts	17.5	934	168
5_1_grt	17.8	950	188
6_report	17.8	929	172
-- power groups by stage --
| stage | combinational (uW) | sequential [uW] | clock [uW] |
|---|---|---|---|
| 6_report | 172 | 0 | 0 |
| 5_1_grt | 188 | 0 | 0 |
| 4_1_cts | 168 | 0 | 0 |
-- Yosys cell counts --
library cell,n
xor2_1,1
nand2_1,2
or2_1,1
o21ai_0,1
o21ai_1,1
mux2_2,2
a22oi_1,1
buf_2,1
mux4_2,1
a2bb2oi_1,1
a31o_1,1
mux2i_1,2
nor3b_2,1
ha_1,6
buf_6,1
mux2_4,1
inv_1,5
nor2_1,2
a21o_1,1
-- cells in the final DEF (no fill, tap or decap) --
cell,netlist,layout
a21o_1,1,1
a22oi_2,0,1
a2bb2oi_2,0,1
a31o_1,1,1
buf_12,0,2
buf_2,1,7
buf_4,0,8
buf_6,1,3
clkdlybuf4s15_2,0,1
dlygate4sd2_1,0,1
ha_2,0,1
ha_4,0,5
inv_1,5,2
inv_2,0,1
inv_6,0,1
inv_8,0,1
mux2_4,1,3
mux2i_1,2,2
mux4_2,1,1
nand2_1,2,2
nor2_1,2,1
nor2_4,0,1
nor3b_2,1,1
o21ai_1,1,2
or2_1,1,1
xor2_1,1,1
-- how the worst max path moves through the flow --
| stage | end | slack (ps) | cells past startpoint | from |
|---|---|---|---|---|
| after CTS | segOut[0] | -140 | 6 | sy[1] |
| after global routing | segOut[5] | -190 | 7 | sy[1] |
| final | segOut[0] | -130 | 6 | sy[1] |
-- timing repair --
action                                  in CTS  in global routing
buffers inserted                             2                  1
endpoints found under the setup margin       7                  6
endpoints found under the hold margin        0                  0
pin swaps                                    8                  2
resized                                     70                  1
Power figures rest on the tool's default switching activity, not on a simulated workload.
