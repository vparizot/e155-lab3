--- design/flow/config.mk ---
export PLATFORM = sky130hd
export DESIGN_NAME = scanfsm
export DESIGN_NICKNAME = scanfsm
export VERILOG_FILES = /design/flow/design.v
export SDC_FILE = /design/flow/constraint.sdc
export NUM_CORES = 4
export LEC_CHECK = 1
export CORE_AREA = 10 10 70 70
export DIE_AREA = 0 0 80 80
--- design/flow/constraint.sdc ---
current_design scanfsm

set clk_period 2.3
set clk_io_pct 0.2

create_clock -name clk0 -period $clk_period [get_ports {clk}]

set non_clock_inputs [all_inputs -no_clocks]
set_input_delay [expr $clk_period * $clk_io_pct] -clock clk0 $non_clock_inputs
set_output_delay [expr $clk_period * $clk_io_pct] -clock clk0 [all_outputs]
--- design/flow/design.v ---
module scanDecoder(
	input logic [3:0] r,
	input logic c0,c1,c2,c3,
	output logic [3:0] keyDecoded);
always_comb begin
		case ({r, c0, c1, c2, c3}) 
			{4'b0001 , 1'b0 , 1'b1 , 1'b0 , 1'b0}: keyDecoded = 4'b0000;
			{4'b1000, 1'b1, 1'b0, 1'b0, 1'b0}: keyDecoded = 4'b0001;
			{4'b1000, 1'b0, 1'b1, 1'b0, 1'b0}: keyDecoded = 4'b0010;
			{4'b1000, 1'b0, 1'b0, 1'b1, 1'b0}: keyDecoded = 4'b0011;
			{4'b0100, 1'b1, 1'b0, 1'b0, 1'b0}: keyDecoded = 4'b0100;
			{4'b0100, 1'b0, 1'b1, 1'b0, 1'b0}: keyDecoded = 4'b0101;
			{4'b0100, 1'b0, 1'b0, 1'b1, 1'b0}: keyDecoded = 4'b0110;
			{4'b0010, 1'b1, 1'b0, 1'b0, 1'b0}: keyDecoded = 4'b0111;
			{4'b0010, 1'b0, 1'b1, 1'b0, 1'b0}: keyDecoded = 4'b1000;
			{4'b0010, 1'b0, 1'b0, 1'b1, 1'b0}: keyDecoded = 4'b1001;
			{4'b0001, 1'b1, 1'b0, 1'b0, 1'b0}: keyDecoded = 4'b1010;
			{4'b0001, 1'b0, 1'b0, 1'b1, 1'b0}: keyDecoded = 4'b1011;
			{4'b1000, 1'b0, 1'b0, 1'b0, 1'b1}: keyDecoded = 4'b1100;
			{4'b0100, 1'b0, 1'b0, 1'b0, 1'b1}: keyDecoded = 4'b1101;
			{4'b0010, 1'b0, 1'b0, 1'b0, 1'b1} : keyDecoded = 4'b1110;
			{4'b0001, 1'b0, 1'b0, 1'b0, 1'b1} : keyDecoded = 4'b1111;
			default: keyDecoded = 4'b1111;
		endcase
	end
endmodule
module scanfsm(
	input logic clk, reset,
	input logic c0, c1, c2, c3,
	output logic [3:0] keyDecoded, r,
	output logic keyPressed
);
	typedef enum logic [3:0] {S0 = 0, S1 = 1, S2 = 2, S3 = 3, S4 = 4, S5 = 5, S6 = 6, S7 = 7, S8 = 8, S9 = 9, S10 = 10, S11 = 11} statetype;
	statetype state, nextstate;
	always_ff @(posedge clk) begin
		if (reset == 0) state <= S0;
		state <= nextstate;
	end
	assign r[0] = (state == S0) || (state == S1) || (state == S2);
	assign r[1] = (state == S3) || (state == S4) || (state == S5);
	assign r[2] = (state == S6) || (state == S7) || (state == S8);
	assign r[3] = (state == S9) || (state == S10) || (state == S11);
	assign keyPressed = (c0|c1|c2|c3);
	always_comb 
		case (state)
			S0: if (keyPressed) nextstate = S1;
			    else nextstate = S3;
			S1: if (keyPressed) nextstate = S2;
			    else nextstate = S0;
			S2: if (keyPressed) nextstate = S2;	 
			    else nextstate = S0;
			S3: if (keyPressed) nextstate = S4;
			    else nextstate = S6;
			S4: if (keyPressed) nextstate = S5;
			    else nextstate = S3;
			S5: if (keyPressed) nextstate = S5;
			    else nextstate = S0;
			S6: if (keyPressed) nextstate = S7;
			    else nextstate = S9;
			S7: if (keyPressed) nextstate = S8;
			    else nextstate = S6;
			S8: if (keyPressed) nextstate = S8;
			    else nextstate = S6;
			S9: if (keyPressed) nextstate = S10;
			    else nextstate = S0;
			S10: if (keyPressed) nextstate = S11;
			    else nextstate = S9;
			S11: if (keyPressed) nextstate = S11;
			    else nextstate = S9;
			default: nextstate = S0;
		endcase
	scanDecoder mod1(r, c0, c1, c2, c3, keyDecoded);
endmodule  
--- design/flow/run.sh ---
#!/bin/bash
# OpenROAD 26Q1-2900-gdf79404cd8, Yosys 0.63+post, stock flow scripts
make -C /OpenROAD-flow-scripts/flow DESIGN_CONFIG=/design/flow/config.mk WORK_HOME=/design/flow/orfs finish
==> results.sh <==
# implementation run metrics
export IMPL_reg_largest_list="state (4)"
export IMPL_fillers=347
export IMPL_r2r_cells=5
export IMPL_aoi_share_pct=34.9
export IMPL_grt_pass1_wl_mm=4.37
export IMPL_drc_errors=0
export IMPL_pwr_share_comb_pct=76.8
export IMPL_htree_levels=1
export IMPL_cts_root_buf="clkbuf_4"
export IMPL_switchingPower_uw=506
export IMPL_rows=21
export IMPL_viasPerCell=5.03
export IMPL_synth_edff_count=0
export IMPL_startpoint="c0"
export IMPL_avgRoutedWirePerCell_um=13.2
export IMPL_critPathCapture="keyDecoded[2]"
export IMPL_total_power_uw=1210
export IMPL_layout_drive_gt1_share_pct=44.1
export IMPL_timing_rr_end="state[1]$_DFF_P_"
export IMPL_final_max_slew_viol_count=0
export IMPL_ys_area_um2=793
export IMPL_worst_setup_path_end_kind="output pin"
export IMPL_grt_pass1_vias=922
export IMPL_largest_register_ff_count=4
export IMPL_post_place_ws_ns=-0.671
export IMPL_synth_logic_top_family="simple AND/OR/NAND/NOR gates"
export IMPL_syn_avg_cell_area_um2=7.15
export IMPL_switching_share_pct=41.8
export IMPL_ys_sh_adder_pct=1.26
export IMPL_crit_type="in -> out"
export IMPL_drt_first_pass_iters=4
export IMPL_grt_max_degree=11
export IMPL_required_ns=1.84
export IMPL_r2r_setup_slack_ns=1.08
export IMPL_top_cell_area_share_pct=10.1
export IMPL_die_area_um2=6400
export IMPL_io_pins=15
export IMPL_ant_nets=0
export IMPL_vdd_drop_max_uv=247
export IMPL_p_int_uw=704
export IMPL_synthCells=111
export IMPL_diodes=0
export IMPL_setup_ws_ns=0.110
export IMPL_hold_path_class="reg -> reg"
export IMPL_synth_cell_type_count=47
export IMPL_regMostFlops="state"
export IMPL_grt_ovfl_total=0
export IMPL_warning_count=26
export IMPL_p_clk_share_pct=7.1
export IMPL_fmax_ghz=0.457
export IMPL_fp_coreArea_um2=3420
export IMPL_layout_top_cells="buf_4, nor2_1, o211ai_1"
export IMPL_clk_path_buf_depth=2
export IMPL_maxCapViolCount=0
export IMPL_ys_seq_share_pct=10.1
export IMPL_final_layout_top_logic_cell="buf_4"
export IMPL_dp_hpwl_mm=2.01
export IMPL_relSlewSlack_pct=66.9
export IMPL_gp_congestion=0.941
export IMPL_setup_viol=0
export IMPL_fin_skew_ns=0.00179
export IMPL_netlist_area_um2=793
export IMPL_clkSlewWorstSetupHoldPaths_ns=0.04
export IMPL_cp_max_fo=5
export IMPL_fp_util_pct=23.2
export IMPL_synth_top_flop_cell="dfxtp_1"
export IMPL_ys_cells=111
export IMPL_synth_warning_count=2
export IMPL_wl_mm=2.62
export IMPL_topCellsByArea="dfxtp_1, o211ai_1, nor4bb_1"
export IMPL_die_w_um=80
export IMPL_holdWs_ns=0.536
export IMPL_hold_viol=0
export IMPL_ys_ff=4
export IMPL_cts_hold_buf=0
export IMPL_r2r_start="state[2]$_DFF_P_"
export IMPL_p_leak_uw=0.000533
export IMPL_pwr_share_seq_pct=16.1
export IMPL_status="finished clean"
export IMPL_mux_area_share_pct=0
export IMPL_io_buffers=13
export IMPL_clock_latency_ns=0.23
export IMPL_drt_iter0_drc=58
export IMPL_die_h_um=80
export IMPL_fin_crit_ns=2.19
export IMPL_antenna_found_initial=0
export IMPL_startpoint_type="input pin"
export IMPL_synth_async_reset_ratio_pct=0
export IMPL_cts_sinks=4
export IMPL_ys_sh_simple_pct=39.0
export IMPL_vias=995
export IMPL_largest_area_cell="dfxtp_1"
export IMPL_grt_usage_pct=8.11
export IMPL_p_per_area_nw_per_um2=934
export IMPL_crit_arrival_ns=1.73
export IMPL_cts_tree="done"
export IMPL_syn_to_final_growth_pct=63.4
export IMPL_tightest_slew_ns=0.490
export IMPL_numCtsBuffers=3
export IMPL_ys_sh_xor_pct=3.31
export IMPL_fin_crit_sh_pct=95.2
worst min path at each step:
stage | endpoint | startpoint | slack [ns] | cells past startpoint
final | state[3]$_DFF_P_ | state[1]$_DFF_P_ | 0.54 | 1
after CTS | state[3]$_DFF_P_ | state[1]$_DFF_P_ | 0.53 | 1
after global routing | state[3]$_DFF_P_ | state[1]$_DFF_P_ | 0.55 | 1
power groups by stage:
| stage | Sequential [uW] | Combinational (uW) | Clock, uW |
|---|---|---|---|
| finish | 195 | 929 | 86.2 |
| global route | 203 | 1020 | 97.5 |
| CTS | 195 | 858 | 90.4 |
routing by layer:
layer	share of wire (%)	vias up	GRT usage (%)
met5	0	-	0
met4	1.8	0	1.41
met3	5.4	6	1.70
met2	42	31	12.5
met1	50	445	11.4
li1	-	513	-
critical path, cell delays in order:
cell	delay, ns
clkdlybuf4s15_2	0.22
nor4b_2	0.22
buf_4	0.16
buf_4	0.11
o21ai_0	0.10
o21ai_1	0.13
a21boi_1	0.08
dlygate4sd2_1	0.24
layout make-up:
type                            instances  area (um2)  area share, %
Tap cell                               46        57.6           4.44
Inverter                                6        22.5           1.74
Sequential cell                         4        90.1           6.95
Timing Repair Buffer                   50         399           30.8
Multi-Input combinational cell         89         704           54.3
Clock buffer                            3        22.5           1.74
cells in the mapped netlist, drive strengths merged, types with 2 or more instances:
cell type  number
nand2           6
o21ai           6
xor2            3
nor4b           4
nor2           10
buf             8
a32o            2
o22ai           3
dfxtp           4
or3b            2
and3b           3
o211ai          8
nor3b           2
o221ai          2
nand3           3
clkbuf          4
inv             6
a21oi           3
nor2b           2
nor3            2
nor4bb          4
nand2b          2
a21o            2
stage by stage:
stage	cells	setup TNS [ns]	instance area, um2	utilization (%)
2_1_floorplan	111	0	793	-
3_3_place_gp	192	-2.55	1170	34.2
5_1_grt	198	-0.00496	1300	37.9
3_5_place_dp	192	-2.67	1170	34.2
6_report	198	0	1300	37.9
4_1_cts	196	0	1250	36.7
cell families after synthesis:
kind of cell             count (synthesis)
AND/OR/NAND/NOR                         47
buffers and inverters                   18
adder cells (fa/ha/maj)                  1
XOR/XNOR                                 3
flip-flops                               4
AND-OR/OR-AND                           38
what timing repair did:
item / 4_1_cts / 5_1_grt
buffers inserted: 1 / 2
hold endpoints to repair: 0 / 0
pin swaps: 8 / 5
endpoints found under the setup margin: 7 / 7
gates resized: 40 / 10
No activity file was given, so power comes from the tool's default toggle rates.
