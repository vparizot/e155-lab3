### run.sh
#!/bin/bash
# OpenROAD 26Q1-2900-gdf79404cd8, Yosys 0.63+post, stock flow scripts
make -C /OpenROAD-flow-scripts/flow DESIGN_CONFIG=/design/flow/config.mk WORK_HOME=/design/flow/orfs finish
### config.mk
export PLATFORM = sky130hd
export DESIGN_NAME = keyBounce
export DESIGN_NICKNAME = keyBounce
export VERILOG_FILES = /design/flow/design.v
export SDC_FILE = /design/flow/constraint.sdc
export NUM_CORES = 4
export LEC_CHECK = 1
export CORE_AREA = 10 10 81 81
export DIE_AREA = 0 0 91 91
### constraint.sdc
current_design keyBounce

set clk_period 1.6
set clk_io_pct 0.2

create_clock -name clk0 -period $clk_period [get_ports {clk}]

set non_clock_inputs [all_inputs -no_clocks]
set_input_delay [expr $clk_period * $clk_io_pct] -clock clk0 $non_clock_inputs
set_output_delay [expr $clk_period * $clk_io_pct] -clock clk0 [all_outputs]
### design.v
module keyBounce(
	input logic clk, reset,
	input logic [3:0] keyDecoded,
	input logic keyPressed, 
	output logic [3:0] s1, s2
);
	typedef enum logic [1:0] {St0 = 0, St1 = 1, St2 = 2, St3 = 3} statetype;
	statetype state, nextstate;
	logic [11:0] counter;
	logic enabled;
	always_ff @(posedge clk) begin
		if (reset == 0) begin
				state <= St0;
				counter <=0;
		end
		else if (state == St1) begin
			if (counter > 50) begin
				state <= St2;
				counter <= 0;
			end
			else begin 
				counter <= counter + 1;
				state <= nextstate;
			end
		end
		else state <= nextstate;
	end
	always_comb 
		case (state)
			St0: if (keyPressed) nextstate = St1;
			    else nextstate = St0;
			St1: if (keyPressed == 0) nextstate = St0;  
			    else nextstate = St1;  
			St2: if (keyPressed) nextstate = St3;
				else nextstate = St3;
			St3: if (keyPressed) nextstate = St3;
				else nextstate = St0;
			default: nextstate = St0;
		endcase
		assign enabled = (state == St2);
		logic [3:0] s1, s2;
		shifter mod1(clk, reset, enabled,keyDecoded, s1, s2);
endmodule
module shifter(
	input logic clk, reset, enabled,
	input logic [3:0] keyDecoded,
	output logic [3:0] s1, s2
);
always_ff @(posedge clk)
begin
	if (reset == 0) begin
		s2 <= 0;
		s1 <= 0;
	end
	else if (enabled) begin
		s1 <= s2;
		s2 <= keyDecoded;
	end
end
endmodule
==> out/metrics.yaml <==
status:
  status: "finished with violations"
  failed_checks: "setup timing"
floorplanning:
  fp_util: 0.206
  row_count: 25
  die_w_um: 91
  core_area_um2: 4820
  die_h_um: 91
  io_pins: 15
  chipArea_um2: 8280
sta:
  hold_viol_final: 0
  rsz0062_at_grt: "true"
  min_period_ps: 1640
  fmax_ghz: 0.611
  period_used_share: 1.02
  slew_headroom: 0.663
  tns_ps: -109
  setup-violations-final: 4
  layout_setup_ws_ps: -36.6
  maxSlewViolCount: 0
  timing.hold.ws_ps: 511
  tightest_slew_ps: 505
  skew_ps: 1.72
global_route:
  grt_pass1_vias: 770
  antenna_found_initial: 0
  grt.total_usage: 0.0500
  grt_overflow: 0
  grt_max_degree: 14
  grt_pass1_wl_mm: 3.55
clocking:
  cts_tree: "done"
  insertion_delay_ps: 260
  hold_buffers: 0
  cts_setup_buffers: 0
  clk_path_buf_depth: 2
  htree_levels: 1
  cts-buffers-inserted: 3
  clk_pin_slew_worst_paths_ps: 80
  cts-root-buf: "clkbuf_8"
  cts_sinks: 24
placed_design:
  port_buffers: 14
  gp_congestion: 0.823
  hpwl_mm: 1.51
flow_run:
  cap_viol_max_count: 0
  warnings: 28
routing:
  top_layer: "met4"
  viasPerCell: 4.06
  drtPass1Iterations: 4
  wl_met2_um: 919
  wl_met3_um: 160
  drtIter0Drc: 52
  drt-total-wl_mm: 2.02
  postRouteAntennaNets: 0
  wl_per_cell_um: 10.9
  met1Wirelength_um: 932
  antenna_cells: 0
  drc: 0
  vias: 756
yosys:
  edf_count: 0
  synth_cell_types: 28
  synth_area_um2: 995
  syn-instance-count: 97
  ys_warn_count: 2
  avgSynthCellArea_um2: 10.3
  synthArstFlopShare: 0
  synth_chip_area_um2: 995
  ys.flops: 24
  yosysCellCount: 97
  synth_seq_share: 0.483
  synth-main-ff-cell: "dfxtp_1"
layout:
  utilization: 0.274
  area_delta_synth_final_pct: 32.7
  drive_gt1_frac: 0.168
min_path:
  hold_path.class: "flip-flop to flip-flop"
  holdPathStages: 1
critical_path:
  cp-start-kind: "flip-flop"
  critical_path_peak_fanout: 4
  reg2regPathDepth: 4
  critPathCaptureType: "flip-flop"
  critPathKind: "flip-flop to flip-flop"
  crit_required_ps: 1810
  cp.arrival_ps: 1850
power:
  ir_drop_v: 0.000296
  p_leak_uw: 0.000483
  p_total_uw: 1070
  p_per_area_nw_per_um2: 809
-- worst max-delay path, stage by stage, from the launching register on --
cell and delay [ps]:
dfxtp_1 310, or4_4 530, or3_4 360, nor3_4 210, o211a_1 170
-- area by class of cell --
cell class,count,area [um^2]
Timing Repair Buffer,21,193
Fill cell,510,3500
Inverter,2,7.51
Tap cell,67,83.8
Multi-Input combinational cell,68,500
Clock buffer,4,55.1
Sequential cell,24,480
-- placed cells by master (no fill, tap or decap), drive strengths merged, types with 4 or more instances in the layout --
cell type	Yosys	layout
buf	0	7
xor2	4	4
mux2i	8	8
clkbuf	3	4
clkdlybuf4s50	0	14
dfxtp	24	24
nor2b	11	11
nor2	13	13
-- state kept, by name, summed over array words and instances (netlist names) --
name and flops:
counter 12, mod1.s2 4, state 4, mod1.s1 4
-- per-stage QoR --
step                      area (um^2)  worst slack, ps  std cells
after floorplan                   995             38.4         97
after global placement           1260             4.86        182
after detailed placement         1260            -16.5        182
after CTS                        1320            -37.1        186
after global routing             1320             -108        186
final                            1320            -36.6        186
-- final timing paths --
| check | from | endpoint | slack (ps) |
|---|---|---|---|
| worst max-delay path | counter[8]$_SDFFE_PN0P_ | state[2]$_DFF_P_ | -40 |
| worst min-delay path | state[0]$_DFF_P_ | state[2]$_DFF_P_ | 510 |
| worst max register to register | counter[8]$_SDFFE_PN0P_ | state[2]$_DFF_P_ | -40 |
| worst min register to register | state[0]$_DFF_P_ | state[2]$_DFF_P_ | 510 |
-- power breakdown --
part	switching [uW]	leakage, uW	internal, uW
combinational	25.9	0.000261	37.3
clock	176	0.0000288	219
sequential	6.03	0.000194	603
total	208	0.000483	860
-- per-layer routing --
metal,track usage,up-vias
met5,0,-
met4,0.00522,0
met3,0.0224,2
met2,0.0823,22
met1,0.0611,346
li1,-,386
-- repair_timing --
item	in CTS	in global routing
endpoints found under the setup margin	6	14
gates cloned	0	0
pin swaps	2	1
gates resized	0	1
-- cells by family (layout without fill, tap and decap cells) --
| logic type | Yosys count | after routing | share of synthesized area |
|---|---|---|---|
| AND/OR/NAND/NOR | 40 | 40 | 0.231 |
| XOR/XNOR | 5 | 5 | 0.0440 |
| flip-flops | 24 | 24 | 0.483 |
| AND-OR/OR-AND | 13 | 13 | 0.117 |
| adder cells (fa/ha/maj) | 2 | 2 | 0.0252 |
| buffers and inverters | 5 | 27 | 0.0189 |
| multiplexers | 8 | 8 | 0.0805 |
-- synthesized netlist by cell type (3+ instances only) --
cell type / n / share of area
nor2b_1: 11 / 0.069
nand4_1: 3 / 0.019
a21oi_1: 3 / 0.015
nor2_1: 13 / 0.049
clkbuf_1: 3 / 0.011
xor2_1: 4 / 0.035
nand2_1: 3 / 0.011
dfxtp_1: 24 / 0.48
mux2i_1: 8 / 0.081
Power is estimated from default activity; no workload was simulated.
